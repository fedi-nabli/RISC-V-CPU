--- flow/design.v ---
package risc_pkg;
  typedef enum logic [6:0] {
    OPCODE_R_TYPE   = 7'h33,
    OPCODE_I_LOAD   = 7'h03,
    OPCODE_I_ALU    = 7'h13,
    OPCODE_I_JALR   = 7'h67,
    OPCODE_S_TYPE   = 7'h23,
    OPCODE_B_TYPE   = 7'h63,
    OPCODE_LUI      = 7'h37,
    OPCODE_AUIPC    = 7'h17,
    OPCODE_JAL      = 7'h6F
  } opcode_t;
  typedef enum logic [3:0] {
    ADD,
    SUB,
    SLL,  
    SLT,  
    SLTU,  
    XOR,
    SRL,  
    SRA,  
    OR,
    AND
  } alu_op_t;
  typedef enum logic [1:0] {
    BYTE      = 2'b00,
    HALF_WORD = 2'b01,
    WORD      = 2'b11
  } mem_size_t;
  typedef enum logic [2:0] {
    B_BEQ   = 3'h0,
    B_BNE   = 3'h1,
    B_BLT   = 3'h4,
    B_BGE   = 3'h5,
    B_BLTU  = 3'h6,
    B_BGEU  = 3'h7
  } b_type_instr_t;
  typedef enum logic [3:0] {
    R_ADD   = 4'h0,
    R_SUB   = 4'h8,
    R_SLL   = 4'h1,
    R_SLT   = 4'h2,
    R_SLTU  = 4'h3,
    R_XOR   = 4'h4,
    R_SRL   = 4'h5,
    R_SRA   = 4'hD,
    R_OR    = 4'h6,
    R_AND   = 4'h7
  } r_type_instr_t;
  typedef enum logic [3:0] {
    I_LB    = 4'h0,
    I_LH    = 4'h1,
    I_LW    = 4'h2,
    I_LBU   = 4'h4,
    I_LHU   = 4'h5,
    I_ADDI  = 4'h8,
    I_SLTI  = 4'hA,
    I_SLTIU = 4'hB,
    I_XORI  = 4'hC,
    I_ORI   = 4'hE,
    I_ANDI  = 4'hF,
    I_SLLI  = 4'h9,
    I_SRLI_SRAI = 4'hD   
  } i_type_instr_t;
  typedef enum logic [2:0] {
    S_SB  = 3'h0,
    S_SH  = 3'h1,
    S_SW  = 3'h2
  } s_type_instr_t;
  typedef enum logic [1:0] {
    WB_SRC_ALU = 2'b00,
    WB_SRC_MEM = 2'b01,
    WB_SRC_IMM = 2'b10,
    WB_SRC_PC  = 2'b11
  } wb_src_t;
  typedef struct packed {
    logic       mem_valid;         
    logic       mem_write;         
    mem_size_t  mem_size;          
    logic       load_zero_extend;  
    logic       rf_write_enable;   
    logic       pc_src_select;     
    logic       alu_src_a_select;  
    logic       alu_src_b_select;  
    wb_src_t    wb_src;            
    alu_op_t    alu_op;            
  } control_t;
endpackage
import risc_pkg::*;
module branch_control (
  input logic [31:0] opr_a,
  input logic [31:0] opr_b,
  input logic is_b_type,
  input logic [2:0] funct3,
  output logic branch_taken
);
  logic signed [31:0] a_signed, b_signed;
  assign a_signed = opr_a;
  assign b_signed = opr_b;
  logic taken;
  always_comb begin
    taken = 1'b0;
    case (funct3)
      B_BEQ   : taken = (opr_a == opr_b);
      B_BNE   : taken = (opr_a != opr_b);
      B_BLT   : taken = (a_signed < b_signed);
      B_BGE   : taken = (a_signed >= b_signed);
      B_BLTU  : taken = (opr_a < opr_b);
      B_BGEU  : taken = (opr_a >= opr_b);
      default: ;  
    endcase
  end
  assign branch_taken = is_b_type & taken;
endmodule
--- flow/run.sh ---
#!/bin/bash
# OpenROAD 26Q1-2900-gdf79404cd8, Yosys 0.63+post, stock flow scripts
make -C /OpenROAD-flow-scripts/flow DESIGN_CONFIG=/design/flow/config.mk WORK_HOME=/design/flow/orfs finish
--- flow/config.mk ---
export PLATFORM = sky130hd
export DESIGN_NAME = branch_control
export DESIGN_NICKNAME = branch_control
export VERILOG_FILES = /design/flow/design.v
export SDC_FILE = /design/flow/constraint.sdc
export NUM_CORES = 4
export LEC_CHECK = 1
export CORE_AREA = 10 10 86 86
export DIE_AREA = 0 0 96 96
--- flow/constraint.sdc ---
current_design branch_control

set clk_period 3.8
set clk_io_pct 0.2

create_clock -name clk0 -period $clk_period

set non_clock_inputs [all_inputs -no_clocks]
set_input_delay [expr $clk_period * $clk_io_pct] -clock clk0 $non_clock_inputs
set_output_delay [expr $clk_period * $clk_io_pct] -clock clk0 [all_outputs]
==> GITHUB_STEP_SUMMARY <==
### Yosys + OpenROAD results

| Metric | Value |
|---|---|
| Status | finished clean |
| Number of clock buffers in the layout | 0 |
| Post-DP Area | 1740 sq um |
| Vias/cell | between 3 and 4 |
| Count of input and output buffers | between 60 and 70 |
| Maxcap violations | 0 |
| Hold Path Class | in -> out |
| DRC | 0 |
| WL met3 | 310 um |
| Crit path buf inv count | 3 |
| Endpoint class of the critical path | primary output |
| Area share of the leading cell type in the synthesized netlist | between 40 and 50% |
| Final Critical Period | 3.62 ns |
| RD Place Congestion | just under 0.8 |
| Fmax achieved | 276 MHz |
| Die Wd | about 96 um |
| GRT Total Usage | 6.50% |
| Fin cells | 270 |
| CP Launch Type | input port |
| Die Span Y | between 90 and 100 um |
| Leak Pwr | 0.000850 uW |
| Post-DRT Antenna Nets | 0 |
| Crit share post-route | 95.4% |
| Area reported by Yosys stat | 928 sq um |
| Largest area contributor in the netlist | ha_1 |
| Slew @ Worst Pin | 0.287 ns |
| Detailed-route via count | 1,079 |
| Final wirelength | between 3000 and 4000 um |
| Seq cells | 0 |
| Core box area | 5540 sq um |
| CP max-delay cell | clkdlybuf4s50_1 |
| Critical-path cell list | clkdlybuf4s50_1, inv_1, ha_1, nand4_1, nor4_4, nand3_2, and3_4, o31ai_2, mux2i_1, clkdlybuf4s15_1 |
| Syn avg cell area | 7.43 sq um |
| Yosys cell types | 28 |
| Met2 wire len | 1230 um |
| WL/cell | 11.2 um |
| Hold buffers post-CTS | 0 |
| Num rows | 27 |
| Commonest cells post-synth | ha_1 (32), inv_1 (32), a21oi_1 (13) |
| Largest net degree at the start of global routing | 7 |
| CP startpoint | opr_b[18] |
| Layout cell share with drive strength beyond 1 | 9.09% |
| IO Pins | slightly below 70 |
| Final total power | 174 uW |
| Max_slew headroom | 80.5% |
| First-pass GRT wire length | between 5000 and 6000 um |
| Antenna fix cells | 0 |
| Fin. max-slew vios | 0 |
| FF+latch area | 0 sq um |
| Setup violations, final | 0 |
| Vias in the first global route | roughly 1,100 |
| Final core occ | ~33% |
| Worst-path maximum fanout | 3 |
| Worst Setup EP | branch_taken |
| Worst path top cell family by delay | simple AND/OR/NAND/NOR gates |
| Ys cells | 125 |
| Highest routed layer | met3 |
| Worst path arrival time | 2.86 ns |
| DR pass1 iterations | 4 |
| Detailed Place HPWL | 2840 um |
| Final hold violations | 0 |
| Main area contributors | ha_1 (43%), inv_1 (13%), a21oi_1 (7.0%) |
| Antenna violations before repair | 0 |
| Slowest stage delay, CP | 0.45 ns |
| Finished Cell Area | ~1800 sq um |
| Area Growth Syn to Fin | 98.7% |
| Placed Cells | 270 |
| Worst EP required | 3.04 ns |
| Maximum VDD drop | between 0.00003 and 0.00004 V |
| WS Path Type | in -> out |
| P per Cell Area | 94.1 nW/um^2 |
| Synth Cell Area | 928 sq um |
| Seq share, synth | 0% |
| Post-CTS Setup Bufs | 0 |
| Die area | 9220 sq um |
| Initial DRC count | 6 |
| Synthesis Warnings | 1 |
| Filler Cells Inserted | 577 |
| Synthesized instance count | 125 |
| Congestion Overflow GR | 0 |
| Stages on the worst setup path | 10 |
| Init Core Util | 16.8% |
| Met1 wire length | 1490 um |
| Log Warnings | 32 |
[cell usage in the layout (no fill, tap or decap)]
cell type | Yosys | layout
clkdlybuf4s50_1 | 0 | 68
inv_1 | 32 | 32
ha_1 | 32 | 25
a21oi_1 | 13 | 13
ha_4 | 0 | 7
nand4_1 | 6 | 6
nor2_1 | 5 | 5
o21ai_0 | 4 | 4
nand3_1 | 4 | 4
buf_4 | 0 | 4
nand2_1 | 3 | 3
a21o_1 | 3 | 3
nand4_4 | 0 | 2
mux2i_1 | 2 | 2
a211oi_1 | 2 | 2
nor2b_1 | 2 | 2
nor3_1 | 1 | 1
nand3b_1 | 1 | 1
nor4_4 | 1 | 1
nand3_2 | 1 | 1
nor3b_1 | 1 | 1
xor2_1 | 1 | 1
and2_1 | 1 | 1
and3_4 | 1 | 1
and2b_2 | 1 | 1
o31ai_2 | 1 | 1
nor4b_1 | 1 | 1
o211ai_1 | 1 | 1
a21boi_0 | 1 | 1
o311ai_1 | 0 | 1
o2111ai_1 | 1 | 1
clkdlybuf4s15_1 | 0 | 1
[cells by family after synthesis]
kind of cell,synth area share [%]
AND-OR/OR-AND,18.1
XOR/XNOR,0.944
adder cells (fa/ha/maj),43.1
buffers and inverters,12.9
multiplexers,2.16
AND/OR/NAND/NOR,22.8
[report_power, final]
part           internal (uW)  total [uW]  switching [uW]  leakage [uW]
Clock                      0           0               0             0
Combinational            112         174            61.9      0.000850
Sequential                 0           0               0             0
[final cells by class]
class / instances / area, sq um / share of cell area [%]
Multi-Input combinational cell: 93 / 913 / 49.5
Timing Repair Buffer: 73 / 721 / 39.1
Inverter: 32 / 120 / 6.51
Tap cell: 72 / 90.1 / 4.88
[metal layers]
layer | track usage, % | vias to the layer above
met5 | 0 | -
met4 | 0 | 0
met3 | 1.97 | 0
met2 | 10.1 | 46
met1 | 9.18 | 443
li1 | - | 590
[worst min path at each step]
stage	start	endpoint	slack, ns	cells past startpoint
after CTS	is_b_type	branch_taken	2.29	4
after global routing	is_b_type	branch_taken	2.31	4
final	is_b_type	branch_taken	2.27	4
[stage by stage]
| stage | TNS, ns | hold WS [ns] | setup slack [ns] |
|---|---|---|---|
| floorplan | 0 | 1.59 | 0.932 |
| global placement | -0.233 | 2.53 | -0.233 |
| detailed placement | -0.247 | 2.53 | -0.247 |
| CTS | 0 | 2.29 | 0.0362 |
| global route | -0.0103 | 2.31 | -0.0103 |
| finish | 0 | 2.27 | 0.175 |
[what timing repair did]
item,in CTS,in global routing
endpoints found under the setup margin,1,1
resized,5,7
endpoints found under the hold margin,0,0
pin swaps,4,4
No activity file was given, so power comes from the tool's default toggle rates.
