### design/flow/design.v
package risc_pkg;
  typedef enum logic [6:0] {
    OPCODE_R_TYPE   = 7'h33,
    OPCODE_I_LOAD   = 7'h03,
    OPCODE_I_ALU    = 7'h13,
    OPCODE_I_JALR   = 7'h67,
    OPCODE_S_TYPE   = 7'h23,
    OPCODE_B_TYPE   = 7'h63,
    OPCODE_LUI      = 7'h37,
    OPCODE_AUIPC    = 7'h17,
    OPCODE_JAL      = 7'h6F
  } opcode_t;
  typedef enum logic [3:0] {
    ADD,
    SUB,
    SLL,  
    SLT,  
    SLTU,  
    XOR,
    SRL,  
    SRA,  
    OR,
    AND
  } alu_op_t;
  typedef enum logic [1:0] {
    BYTE      = 2'b00,
    HALF_WORD = 2'b01,
    WORD      = 2'b11
  } mem_size_t;
  typedef enum logic [2:0] {
    B_BEQ   = 3'h0,
    B_BNE   = 3'h1,
    B_BLT   = 3'h4,
    B_BGE   = 3'h5,
    B_BLTU  = 3'h6,
    B_BGEU  = 3'h7
  } b_type_instr_t;
  typedef enum logic [3:0] {
    R_ADD   = 4'h0,
    R_SUB   = 4'h8,
    R_SLL   = 4'h1,
    R_SLT   = 4'h2,
    R_SLTU  = 4'h3,
    R_XOR   = 4'h4,
    R_SRL   = 4'h5,
    R_SRA   = 4'hD,
    R_OR    = 4'h6,
    R_AND   = 4'h7
  } r_type_instr_t;
  typedef enum logic [3:0] {
    I_LB    = 4'h0,
    I_LH    = 4'h1,
    I_LW    = 4'h2,
    I_LBU   = 4'h4,
    I_LHU   = 4'h5,
    I_ADDI  = 4'h8,
    I_SLTI  = 4'hA,
    I_SLTIU = 4'hB,
    I_XORI  = 4'hC,
    I_ORI   = 4'hE,
    I_ANDI  = 4'hF,
    I_SLLI  = 4'h9,
    I_SRLI_SRAI = 4'hD   
  } i_type_instr_t;
  typedef enum logic [2:0] {
    S_SB  = 3'h0,
    S_SH  = 3'h1,
    S_SW  = 3'h2
  } s_type_instr_t;
  typedef enum logic [1:0] {
    WB_SRC_ALU = 2'b00,
    WB_SRC_MEM = 2'b01,
    WB_SRC_IMM = 2'b10,
    WB_SRC_PC  = 2'b11
  } wb_src_t;
  typedef struct packed {
    logic       mem_valid;         
    logic       mem_write;         
    mem_size_t  mem_size;          
    logic       load_zero_extend;  
    logic       rf_write_enable;   
    logic       pc_src_select;     
    logic       alu_src_a_select;  
    logic       alu_src_b_select;  
    wb_src_t    wb_src;            
    alu_op_t    alu_op;            
  } control_t;
endpackage
import risc_pkg::*;
module decode (
  input logic [31:0] instruction,    
  output logic [4:0]  rs1_addr,
  output logic [4:0]  rs2_addr,
  output logic [4:0]  rd_addr,
  output logic [6:0]  opcode,
  output logic [2:0]  funct3,
  output logic [6:0]  funct7,
  output logic        r_type,
  output logic        i_type,
  output logic        s_type,
  output logic        b_type,
  output logic        u_type,
  output logic        j_type,
  output logic [31:0] immediate  
);
  logic [31:0] imm_i_type;
  logic [31:0] imm_s_type;
  logic [31:0] imm_b_type;
  logic [31:0] imm_u_type;
  logic [31:0] imm_j_type;
  assign opcode = instruction[6:0];
  assign rd_addr = instruction[11:7];
  assign funct3 = instruction[14:12];
  assign rs1_addr = instruction[19:15];
  assign rs2_addr = instruction[24:20];
  assign funct7 = instruction[31:25];
  assign imm_i_type = {{20{instruction[31]}}, instruction[31:20]};
  assign imm_s_type = {{21{instruction[31]}}, instruction[30:25], instruction[11:7]};
  assign imm_b_type = {{20{instruction[31]}}, instruction[7], instruction[30:25], instruction[11:8], 1'b0};
  assign imm_u_type = {instruction[31:12], 12'b0};
  assign imm_j_type = {{12{instruction[31]}}, instruction[19:12], instruction[20], instruction[30:21], 1'b0};
  always_comb begin
    r_type = 1'b0;
    i_type = 1'b0;
    s_type = 1'b0;
    b_type = 1'b0;
    u_type = 1'b0;
    j_type = 1'b0;
    case (opcode)
      OPCODE_R_TYPE:  r_type = 1'b1;
      OPCODE_I_LOAD,
      OPCODE_I_ALU,
      OPCODE_I_JALR:  i_type = 1'b1;
      OPCODE_S_TYPE:  s_type = 1'b1;
      OPCODE_B_TYPE:  b_type = 1'b1;
      OPCODE_LUI,
      OPCODE_AUIPC:   u_type = 1'b1;
      OPCODE_JAL:     j_type = 1'b1;
      default: ;  
    endcase
  end
  assign immediate = r_type ? 32'd0 :
                     i_type ? imm_i_type :
                     s_type ? imm_s_type :
                     b_type ? imm_b_type :
                     u_type ? imm_u_type :
                              imm_j_type;
endmodule
### design/flow/run.sh
#!/bin/bash
# OpenROAD 26Q1-2900-gdf79404cd8, Yosys 0.63+post, stock flow scripts
make -C /OpenROAD-flow-scripts/flow DESIGN_CONFIG=/design/flow/config.mk WORK_HOME=/design/flow/orfs finish
### design/flow/constraint.sdc
current_design decode

set clk_period 3.7
set clk_io_pct 0.2

create_clock -name clk0 -period $clk_period

set non_clock_inputs [all_inputs -no_clocks]
set_input_delay [expr $clk_period * $clk_io_pct] -clock clk0 $non_clock_inputs
set_output_delay [expr $clk_period * $clk_io_pct] -clock clk0 [all_outputs]
### design/flow/config.mk
export PLATFORM = sky130hd
export DESIGN_NAME = decode
export DESIGN_NICKNAME = decode
export VERILOG_FILES = /design/flow/design.v
export SDC_FILE = /design/flow/constraint.sdc
export NUM_CORES = 4
export LEC_CHECK = 1
export CORE_AREA = 10 10 70 70
export DIE_AREA = 0 0 80 80
==> impl_metrics.xml <==
<?xml version="1.0" encoding="UTF-8"?>
<metrics>
  <group name="route">
    <metric name="postRouteAntennaNets" unit="">0</metric>
    <metric name="wirelength" unit="um">3800</metric>
    <metric name="drt_first_iter_violations" unit="">69</metric>
    <metric name="via_count" unit="">1118</metric>
    <metric name="drc_errors" unit="">0</metric>
    <metric name="via_per_inst" unit="">4.53</metric>
    <metric name="routed_length_per_instance" unit="um">15.4</metric>
    <metric name="num_antenna_cells" unit="">0</metric>
    <metric name="drtPass1Iterations" unit="">4</metric>
  </group>
  <group name="pwr">
    <metric name="vdd_drop_max" unit="uV">34.8</metric>
    <metric name="total_leakage_power" unit="nW">0.681</metric>
    <metric name="power-per-cell-area" unit="nW/um^2">99.6</metric>
  </group>
  <group name="worst_setup_path">
    <metric name="timing.critical_path.cells" unit="">clkdlybuf4s50_1 &gt; nand4b_1 &gt; o22ai_1 &gt; a221oi_4 &gt; a21oi_1 &gt; clkdlybuf4s50_1</metric>
    <metric name="timing.critical_path.to_type" unit="">primary output</metric>
    <metric name="start_to_end_type_of_the_worst_setup_path" unit="">in -&gt; out</metric>
    <metric name="cpPeakStageDelay" unit="ns">0.71</metric>
    <metric name="critical_path.max_fanout" unit="">12</metric>
    <metric name="worstPathBufferInverterCount" unit="">2</metric>
    <metric name="cp_top_family" unit="">buffers and inverters</metric>
    <metric name="worstPathArrival" unit="ns">2.81</metric>
    <metric name="cpMostUsedCell" unit="">clkdlybuf4s50_1</metric>
    <metric name="critPathLaunchType" unit="">input port</metric>
    <metric name="worst-endpoint-required" unit="ns">2.96</metric>
    <metric name="cpMaxStageDelayCell" unit="">clkdlybuf4s50_1</metric>
  </group>
  <group name="die">
    <metric name="pin_count" unit="">102</metric>
    <metric name="fp-utilization" unit="">0.257</metric>
    <metric name="rows" unit="">21</metric>
    <metric name="die-area" unit="um^2">6400</metric>
    <metric name="coreArea" unit="um^2">3420</metric>
    <metric name="die-width" unit="um">80</metric>
    <metric name="die_height" unit="um">80</metric>
  </group>
  <group name="global_route">
    <metric name="groute.usage.overall" unit="">0.105</metric>
    <metric name="grt_start_max_net_pins" unit="">14</metric>
    <metric name="first_global_vias" unit="">1114</metric>
    <metric name="grt_overflow" unit="">0</metric>
    <metric name="antenna_found_initial" unit="">0</metric>
    <metric name="grt_first_pass_wirelength" unit="um">5590</metric>
  </group>
  <group name="final_timing">
    <metric name="final_period_minus_worst_setup_slack" unit="ns">3.55</metric>
    <metric name="tightest_slew" unit="ns">0.502</metric>
    <metric name="rsz0062_at_grt" unit="">no</metric>
    <metric name="highest_clock_rate" unit="MHz">282</metric>
    <metric name="finalCritPeriodShare" unit="">0.959</metric>
    <metric name="final.setup.tns" unit="ns">0</metric>
    <metric name="relative_slew_slack" unit="">0.665</metric>
    <metric name="report.final.slew_viol_count" unit="">0</metric>
    <metric name="setup_viol" unit="">0</metric>
    <metric name="hold_viol_final" unit="">0</metric>
  </group>
  <group name="finish">
    <metric name="logic_area" unit="um^2">589</metric>
    <metric name="sequential_cell_area" unit="um^2">0</metric>
    <metric name="flops" unit="">0</metric>
    <metric name="drive_gt1_frac" unit="">0.0697</metric>
    <metric name="lay_top_count" unit="">clkdlybuf4s50_1</metric>
    <metric name="finalInstanceArea" unit="um^2">1710</metric>
    <metric name="most-common-layout-cells" unit="">clkdlybuf4s50_1 (101), nand2_1 (29), a21oi_1 (13)</metric>
    <metric name="layout-area-overhead-vs-synth" unit="%">94.7</metric>
    <metric name="clock_buffers" unit="">0</metric>
    <metric name="final.fill_count" unit="">312</metric>
  </group>
  <group name="yosys">
    <metric name="yosys_cells" unit="">132</metric>
    <metric name="post_synth.cell_area_avg" unit="um^2">6.64</metric>
    <metric name="synth.yosys.chip_area" unit="um^2">877</metric>
    <metric name="syn-cell-area" unit="um^2">877</metric>
    <metric name="synth.distinct_cells" unit="">36</metric>
    <metric name="ys_seq_frac" unit="">0</metric>
    <metric name="netlist_instances" unit="">132</metric>
    <metric name="synth_warnings" unit="">1</metric>
  </group>
  <group name="min_path">
    <metric name="hold_class" unit="">in -&gt; out</metric>
  </group>
  <group name="job">
    <metric name="warnings" unit="">32</metric>
    <metric name="cap_violations" unit="">0</metric>
  </group>
  <group name="cts">
    <metric name="holdBufCountCts" unit="">0</metric>
    <metric name="cts_post_setup_buffers_inserted" unit="">0</metric>
    <metric name="cts_repair_resize_count" unit="">0</metric>
  </group>
  <group name="placed_design">
    <metric name="detailed_placement_hpwl" unit="um">3310</metric>
    <metric name="placed_cell_area" unit="um^2">1710</metric>
    <metric name="globalplace.congestion" unit="">0.862</metric>
    <metric name="port_buffers" unit="">102</metric>
  </group>
  <group name="run_status">
    <metric name="result_of_the_run" unit="">complete, no violations</metric>
  </group>
</metrics>
[synth_stat cells (2+ instances only)]
cell	number	area share
nor2b_1	6	0.043
buf_6	2	0.026
nor3b_1	2	0.017
nor2_1	9	0.039
o22ai_1	2	0.014
inv_1	2	0.0086
nand2_1	29	0.12
buf_4	33	0.28
o21ai_1	3	0.017
a21oi_1	13	0.074
and3b_1	2	0.020
buf_2	2	0.011
a22oi_1	4	0.034
[cell type report]
cell class                 count  share of cell area
inverter                       2             0.00440
timing repair buffer         106               0.617
multi-input combinational     93               0.345
tap                           46              0.0337
[metrics by stage]
stage	utilization	power [W]	setup WS [ns]	hold WS, ns	cells
after floorplan	-	0.0000606	1.32	1.54	132
after global placement	0.499	0.000173	0.149	2.32	247
after detailed placement	0.499	0.000173	0.137	2.31	247
after CTS	0.499	0.000174	0.134	2.32	247
after global routing	0.500	0.000187	0.00219	2.23	247
final	0.500	0.000170	0.152	2.19	247
[power by group]
part           internal (W)  leakage [nW]  switching, W  total [W]
sequential                0             0             0          0
clock                     0             0             0          0
combinational      0.000118         0.681     0.0000516   0.000170
[path summary, 6_finish.rpt]
kind | start | endpoint | cells after the start
setup / recovery | instruction[4] | immediate[23] | 6
hold / removal | instruction[2] | opcode[2] | 2
[cell families after synthesis]
family | Yosys count | share of synthesized area
muxes | 1 | 0.0128
AOI/OAI and AO/OA | 29 | 0.234
buffers and inverters | 39 | 0.328
and+or+nand+nor | 63 | 0.425
[per-layer routing]
metal,vias up,GRT usage,share of wire
li1,568,-,-
met1,485,0.127,0.41
met2,65,0.171,0.43
met3,0,0.0545,0.16
met4,0,0,0
met5,-,0,0
Power figures rest on the tool's default switching activity, not on a simulated workload.
