### config.mk
export PLATFORM = sky130hd
export DESIGN_NAME = register_file
export DESIGN_NICKNAME = register_file
export VERILOG_FILES = /design/flow/design.v
export SDC_FILE = /design/flow/constraint.sdc
export NUM_CORES = 4
export LEC_CHECK = 1
export CORE_UTILIZATION = 40
### constraint.sdc
current_design register_file

set clk_period 7.0
set clk_io_pct 0.2

create_clock -name clk0 -period $clk_period [get_ports {clk}]

set non_clock_inputs [all_inputs -no_clocks]
set_input_delay [expr $clk_period * $clk_io_pct] -clock clk0 $non_clock_inputs
set_output_delay [expr $clk_period * $clk_io_pct] -clock clk0 [all_outputs]
### design.v
package risc_pkg;
  typedef enum logic [6:0] {
    OPCODE_R_TYPE   = 7'h33,
    OPCODE_I_LOAD   = 7'h03,
    OPCODE_I_ALU    = 7'h13,
    OPCODE_I_JALR   = 7'h67,
    OPCODE_S_TYPE   = 7'h23,
    OPCODE_B_TYPE   = 7'h63,
    OPCODE_LUI      = 7'h37,
    OPCODE_AUIPC    = 7'h17,
    OPCODE_JAL      = 7'h6F
  } opcode_t;
  typedef enum logic [3:0] {
    ADD,
    SUB,
    SLL,  
    SLT,  
    SLTU,  
    XOR,
    SRL,  
    SRA,  
    OR,
    AND
  } alu_op_t;
  typedef enum logic [1:0] {
    BYTE      = 2'b00,
    HALF_WORD = 2'b01,
    WORD      = 2'b11
  } mem_size_t;
  typedef enum logic [2:0] {
    B_BEQ   = 3'h0,
    B_BNE   = 3'h1,
    B_BLT   = 3'h4,
    B_BGE   = 3'h5,
    B_BLTU  = 3'h6,
    B_BGEU  = 3'h7
  } b_type_instr_t;
  typedef enum logic [3:0] {
    R_ADD   = 4'h0,
    R_SUB   = 4'h8,
    R_SLL   = 4'h1,
    R_SLT   = 4'h2,
    R_SLTU  = 4'h3,
    R_XOR   = 4'h4,
    R_SRL   = 4'h5,
    R_SRA   = 4'hD,
    R_OR    = 4'h6,
    R_AND   = 4'h7
  } r_type_instr_t;
  typedef enum logic [3:0] {
    I_LB    = 4'h0,
    I_LH    = 4'h1,
    I_LW    = 4'h2,
    I_LBU   = 4'h4,
    I_LHU   = 4'h5,
    I_ADDI  = 4'h8,
    I_SLTI  = 4'hA,
    I_SLTIU = 4'hB,
    I_XORI  = 4'hC,
    I_ORI   = 4'hE,
    I_ANDI  = 4'hF,
    I_SLLI  = 4'h9,
    I_SRLI_SRAI = 4'hD   
  } i_type_instr_t;
  typedef enum logic [2:0] {
    S_SB  = 3'h0,
    S_SH  = 3'h1,
    S_SW  = 3'h2
  } s_type_instr_t;
  typedef enum logic [1:0] {
    WB_SRC_ALU = 2'b00,
    WB_SRC_MEM = 2'b01,
    WB_SRC_IMM = 2'b10,
    WB_SRC_PC  = 2'b11
  } wb_src_t;
  typedef struct packed {
    logic       mem_valid;         
    logic       mem_write;         
    mem_size_t  mem_size;          
    logic       load_zero_extend;  
    logic       rf_write_enable;   
    logic       pc_src_select;     
    logic       alu_src_a_select;  
    logic       alu_src_b_select;  
    wb_src_t    wb_src;            
    alu_op_t    alu_op;            
  } control_t;
endpackage
module register_file (
  input logic clk,
  input logic reset_n,
  input logic [4:0] rs1_addr,
  input logic [4:0] rs2_addr,
  input logic [4:0] rd_addr,
  input logic rf_wr_en,
  input logic [31:0] wr_data,
  output logic [31:0] rs1_data,
  output logic [31:0] rs2_data
);
  logic [31:0] regs [0:31];
  always_ff @(posedge clk or negedge reset_n) begin
    if (!reset_n) begin
      integer i;
      for (i = 0; i < 32; i = i + 1)
        regs[i] <= 32'd0;
    end else if (rf_wr_en && (rd_addr != 5'd0)) begin
      regs[rd_addr] <= wr_data;
    end
  end
  assign rs1_data = regs[rs1_addr];
  assign rs2_data = regs[rs2_addr];
endmodule
### run.sh
#!/bin/bash
# OpenROAD 26Q1-2900-gdf79404cd8, Yosys 0.63+post, stock flow scripts
make -C /OpenROAD-flow-scripts/flow DESIGN_CONFIG=/design/flow/config.mk WORK_HOME=/design/flow/orfs finish
==> results.txt <==
fresh numbers from the pnr run: Gate Count Post-Synth approximately 4.4k, status complete, no violations, number of enable flip-flop cells 0, initial antenna violation count 17, Clock Tree Buf Depth 3, Complex Gates by Area roughly 16%, post-cts gate resize count 0, Post-synth seq share 49.6%, min Tclk post-route about 7 ns, FP Core Util 40.4%, Final Instance Area about 60000 sq um, WL final 297000 um, P&R area growth vs syn 16.9%, max reg flops approximately 1.0k, tool warnings approximately 50, Post-synth area hogs dfrtp_1 (50%), mux2_2 (22%), a22oi_1 (10%), clk sink count ~1.0k, Latency at later pin between 0.7 and 0.8 ns, post-route insts no fill approximately 6.3k, post-CTS setup buffers 0, Synth Area in Adders 0%, # port buffers around 110, detail-routed net length per standard cell ~47 um, Worst Path Arrival about 5.6 ns, CP bufs+invs 3, chip height ~360 um, row cnt 131, Top non-seq family multiplexers, Async SR Flop Fraction 100%, crit path kind in -> out, crit end category output pin, R2R Setup Slk between 6 and 7 ns, Final Power about 17 mW, final setup violation count 0, dpl ws 0.527 ns, total grt overflow 0, Placement Cell Area ~56000 sq um, first-pass GRT wire length 400000 um, Vias/cell approximately 7.4, Clk network pwr share 37.2%, post-synth top area cell dfrtp_1, largest net degree at the start of global routing 119, critical path, cell by cell buf_2 > nand3b_1 > nor2_4 > buf_4 > a22oi_1 > nand4_1 > nor4_1 > nor2_1 > clkdlybuf4s50_1, maximum VDD drop around 0.2 mV, Worst setup SP type primary input, setup ws final 0.0245 ns, sequential fraction of design power roughly 48%, H-tree depth 3, Root Driver clkbuf_16, final count of hold timing violations 0, Sw Ratio 30.4%, DRC viols 0, Total Routing Usage GR between 40 and 50%, P_leak approximately 26 nW, NetSw ~5.3 mW, post-DP HPWL ~200000 um, CP max-delay cell nor2_4, Cell Pwr Density 288 nW/um^2, total of max-cap violations 0, DIE AREA 131000 sq um, setup total negative slack 0 ns, yosys cell count 4389, period utilisation layout 99.7%, Crit path max-delay family simple AND/OR/NAND/NOR gates, syn_area_per_cell about 12 sq um, post-synthesis cell area 51700 sq um, Ys Warns 2, critical path data required time 5.60 ns, die width 361 um, share of layout cells above drive strength 1 36.4%, CTS Buf Count around 120, xor/xnor share 0%, Synth top area share 49.6%, Mux area share about a quarter, CTS tree built, Reg clk slew, reported paths about 0.060 ns, Simple-Gate Area Share about 7.1%, post-synthesis cell type count 70, Reg with most FFs regs, Crit path largest cell delay approximately 0.92 ns, first drt pass iteration count 6, Final Slew Violations 0, Yosys chip area slightly above 50000 sq um, Hold Crit Class reg -> reg, # placed instances a little over 6k, Antenna Nets Post-Route 0, clock skew 0 ns, core footprint about 130000 sq um, combinational power share between 10% and 20%, # IOs 114, unrepaired setup endpoints after global routing no, Max-slew headroom between 4 and 5%, vias in the first global route about 46k, vias approximately 46k, Commonest flop dfrtp_1, Max Freq roughly 0.14 GHz, Final Wtd Congestion about 1.1, Internal Power about 12 mW, Tightest Pin Transition roughly 1.4 ns, DR iter-0 viols approximately 6.4k, CTS Hold Buffers Added 0, Top Registers regs (1024), Max FO, Critical Path 20, Synth flops 1024
==> synthesized netlist by cell type (34+ instances only) <==
cell and n:
nand3_1 45, clkbuf_1 202, nand4_1 92, a22oi_1 700, dfrtp_1 1024, nor3_1 75
buf_1 45, mux2i_1 61, buf_2 184, mux2_2 1009, a21oi_1 75, a22o_1 55
nand2_1 195, o21ai_0 34, nor2_1 165
==> power groups by stage <==
stage                 clock network [mW]  logic [mW]  registers [mW]
after CTS                           6.50        2.57            8.23
after global routing                6.71        2.76            8.37
final                               6.48        2.64            8.30
==> cell families (layout without fill, tap and decap cells) <==
kind of cell | Yosys count | count (layout)
AND-OR/OR-AND | 1090 | 1090
multiplexers | 1083 | 1083
flip-flops | 1024 | 1024
AND/OR/NAND/NOR | 736 | 736
buffers and inverters | 456 | 682
other | 0 | 24
==> cells in the final DEF (no fill, tap or decap), types with 55 or more instances in the layout <==
cell type | netlist | routed
nor2_4 | 2 | 62
buf_4 | 17 | 327
clkdlybuf4s50_1 | 0 | 102
mux2i_1 | 61 | 61
nand2_1 | 195 | 185
dfrtp_1 | 1024 | 1024
nor3_1 | 75 | 70
clkbuf_16 | 0 | 116
a21oi_1 | 75 | 75
a22oi_1 | 700 | 700
mux2_2 | 1009 | 1009
nor2_1 | 165 | 126
a22o_1 | 55 | 55
nand4_1 | 92 | 92
==> area by class of cell <==
type | instances | area, sq um
fill | 11460 | 67500
sequential | 1024 | 25600
multi-input combinational | 2909 | 24600
timing repair buffer | 466 | 4080
clock buffer | 155 | 3270
tap | 1662 | 2080
clock inverter | 56 | 704
antenna | 24 | 60.1
inverter | 5 | 18.8
==> worst paths after layout <==
| path | start | end | depth (start not counted) |
|---|---|---|---|
| hold reg to reg | regs[0][26] | regs[0][26] | 0 |
| max in group asynchronous | reset_n | regs[2][13] | 3 |
| hold / removal | regs[0][26] | regs[0][26] | 0 |
| setup reg to reg | regs[27][31] | regs[27][31] | 1 |
| min in group asynchronous | reset_n | regs[31][17] | 1 |
| setup / recovery | rs2_addr[4] | rs2_data[20] | 9 |
==> stage by stage <==
stage                     utilization, %  hold slack, ns
after global placement              44.1           0.386
after global routing                47.2           0.411
after detailed placement            44.1           0.390
after floorplan                        -           0.451
final                               47.2           0.404
after CTS                           47.2           0.404
==> layer usage <==
| metal | vias to the layer above | global-route usage, % | part of all wire, % |
|---|---|---|---|
| li1 | 17138 | - | - |
| met5 | - | 2.92 | 0.22 |
| met1 | 23489 | 58.5 | 35 |
| met2 | 4297 | 61.2 | 39 |
| met3 | 1501 | 29.7 | 17 |
| met4 | 22 | 30.1 | 8.8 |
Power figures rest on the tool's default switching activity, not on a simulated workload.
